==> design/flow/design.v <==
module part1 (
	input [31:0] X,
	input [31:0] Y,
	output [31:0] result,
	output zero, underflow, overflow, nan
);
	logic X_SIGN, Y_SIGN;
	logic [23:0] X_MANTISSA, Y_MANTISSA;  
	logic [7:0] X_EXP, Y_EXP;
	assign X_SIGN = X[31];
	assign Y_SIGN = Y[31];
	assign X_MANTISSA = {1'b1, X[22:0]};
	assign Y_MANTISSA = {1'b1, Y[22:0]};
	assign X_EXP = X[30:23];
	assign Y_EXP = Y[30:23];
	logic [8:0] exponent_addition;
	assign exponent_addition = X_EXP + Y_EXP - 127;
	logic [47:0] mantissa_multiplication;
	assign mantissa_multiplication = X_MANTISSA * Y_MANTISSA;
	logic [24:0] truncated_mantissa;
	assign truncated_mantissa = mantissa_multiplication >> 23;
	logic [7:0] final_exp;
	logic [22:0] final_mantissa;
	logic o_zero, o_underflow, o_overflow, o_nan;
	always_comb begin
		o_zero = 1'b0;
		o_underflow = 1'b0;
		o_overflow = 1'b0;
		o_nan = 1'b0;
		if ((X[30:0] == 31'b0 && Y_EXP != '1)|| (Y[30:0] == 31'b0 && X_EXP != '1)) begin
			final_mantissa = 'b0;
			final_exp = 'b0;
			o_zero = 1'b1;
		end
		else if ((X_EXP == 'b0 && X_MANTISSA != 'b0) ||								 
				 (Y_EXP == 'b0 && Y_MANTISSA != 'b0) || 									 
				 (X_EXP == 'd255) || (Y_EXP == 'd255)) begin 							 
			o_nan = 1'b1;
			final_mantissa = 'b0;
			final_exp = 'd255;
		end
		else if (X_EXP + Y_EXP <= 127) begin
			final_exp = 0;
			final_mantissa = 'b1;
			o_underflow = 1'b1;
		end
		else if (X_EXP + Y_EXP >= 382) begin
			final_exp = 'd255;
			final_mantissa = 'd0;
			o_overflow = 1'b1;
		end
		else if (truncated_mantissa[24] == 1'b1) begin
			final_mantissa = truncated_mantissa >> 1;
			final_exp = exponent_addition + 1'b1;
		end
		else begin
			final_mantissa = truncated_mantissa;
			final_exp = exponent_addition;
		end
	end
	assign result[31] = X_SIGN ^ Y_SIGN;
	assign result[30:23] = final_exp;
	assign result[22:0] = final_mantissa;
	assign zero = o_zero;
	assign underflow = o_underflow;
	assign overflow = o_overflow;
	assign zero = o_zero;
	assign nan = o_nan;
endmodule
==> design/flow/run.sh <==
#!/bin/bash
# OpenROAD 26Q1-2900-gdf79404cd8, Yosys 0.63+post, stock flow scripts
make -C /OpenROAD-flow-scripts/flow DESIGN_CONFIG=/design/flow/config.mk WORK_HOME=/design/flow/orfs finish
==> design/flow/config.mk <==
export PLATFORM = sky130hd
export DESIGN_NAME = part1
export DESIGN_NICKNAME = part1
export VERILOG_FILES = /design/flow/design.v
export SDC_FILE = /design/flow/constraint.sdc
export NUM_CORES = 4
export LEC_CHECK = 1
export CORE_UTILIZATION = 30
==> design/flow/constraint.sdc <==
current_design part1

set clk_period 22.7
set clk_io_pct 0.2

create_clock -name clk0 -period $clk_period

set non_clock_inputs [all_inputs -no_clocks]
set_input_delay [expr $clk_period * $clk_io_pct] -clock clk0 $non_clock_inputs
set_output_delay [expr $clk_period * $clk_io_pct] -clock clk0 [all_outputs]
==> tab_implementation.tex <==
% Synthesis and place-and-route results
\begin{tabular}{lr}
\hline
Metric & Value \\
\hline
\multicolumn{2}{l}{\textbf{Floorplan}} \\
\quad Std-Cell Rows & 93 \\
\quad Die Height & 258 µm \\
\quad Init Core Util & 30.5\% \\
\quad Die Size & 66,600 µm² \\
\quad Top-Level Pins & 100 \\
\quad Core region area & 64,600 µm² \\
\quad Width of the die & 258 µm \\
\multicolumn{2}{l}{\textbf{Clock network}} \\
\quad Count of cells resized by post-cts repair & 0 \\
\quad Post-cts hold buffer count & 0 \\
\quad Setup bufs post-CTS & 0 \\
\multicolumn{2}{l}{\textbf{Synthesis}} \\
\quad Yosys top cell by instances & sky130\_fd\_sc\_hd\_\_inv\_1 \\
\quad Cells taking the most area after synthesis & sky130\_fd\_sc\_hd\_\_fa\_1, sky130\_fd\_sc\_hd\_\_ha\_1, sky130\_fd\_sc\_hd\_\_inv\_1 \\
\quad Yosys cell count & 2,289 \\
\quad Commonest cells post-synth & sky130\_fd\_sc\_hd\_\_inv\_1, sky130\_fd\_sc\_hd\_\_fa\_1, sky130\_fd\_sc\_hd\_\_nand2\_1 \\
\quad XOR/XNOR Area Share & 1.82\% \\
\quad Fraction of synthesized cell area taken by the top area cell type & 49.0\% \\
\quad Largest combinational cell category by area & adder cells \\
\quad Adder-cell share of the synthesized area & 60.4\% \\
\quad Mux cell area share after synthesis & 0.814\% \\
\quad Number of cells produced by synthesis & 2,289 \\
\quad Count of unique library cells instantiated by Yosys & 67 \\
\quad Summed standard-cell area reported by yosys & 19,700 µm² \\
\quad Post-Synthesis Mean Instance Area & 8.60 µm² \\
\quad Simple share & 17.9\% \\
\quad Cell area after technology mapping & 19,700 µm² \\
\quad AND-OR/OR-AND Cells, Area Fraction & 5.58\% \\
\quad Register area share after synthesis & 0\% \\
\quad Synthesis warning total & 1 \\
\quad Cell type with the highest aggregate area in the netlist & sky130\_fd\_sc\_hd\_\_fa\_1 \\
\multicolumn{2}{l}{\textbf{Job}} \\
\quad Tool Warnings & 34 \\
\quad Max Cap Violations & 0 \\
\multicolumn{2}{l}{\textbf{STA}} \\
\quad Worst-Margin Slew & 809 ps \\
\quad Hold WS & 10,010 ps \\
\quad Final period utilization & 78.1\% \\
\quad Final hold viol count & 0 \\
\quad Min setup slack post-route & 4960 ps \\
\quad RSZ-0062 raised after global routing & no \\
\quad Max-slew violations & 0 \\
\quad Time the worst path needs with I/O delays and setup & 17,740 ps \\
\quad Setup TNS & 0 ps \\
\quad Maximum achievable frequency & 0.0564 GHz \\
\quad Final setup violation count & 0 \\
\quad Worst rel slew slack & 45.9\% \\
\multicolumn{2}{l}{\textbf{Global route}} \\
\quad Pin count of the biggest net entering global routing & 32 \\
\quad Global Route met3 Usage & 10.8\% \\
\quad Global router's overall resource usage & 18.7\% \\
\quad GRT overflow & 0 \\
\quad Number of global-route vias before repair & 16,400 \\
\quad GR Util met1 & 25.6\% \\
\quad Wire length of the first global-routing pass & 91.5 mm \\
\quad Initial antenna violation count & 1 \\
\quad Met2 Usage GRT & 26.9\% \\
\quad GR peak layer & met2 \\
\multicolumn{2}{l}{\textbf{Routing}} \\
\quad Vias & 15,100 \\
\quad DRC violations left & 0 \\
\quad Remaining antenna violation count & 0 \\
\quad DR pass1 iterations & 5 \\
\quad Detail-routed via count per cell & 4.73 \\
\quad Number of violations reported at the end of detailed-routing iteration 0 & 534 \\
\quad Number of inserted diodes & 0 \\
\quad WL per Instance & 17.7 µm \\
\quad Final wirelength & 56.3 mm \\
\multicolumn{2}{l}{\textbf{Place}} \\
\quad Post-place instance area & 21,700 µm² \\
\quad Dpl cells & 3,189 \\
\quad Number of buffers added on ports & 100 \\
\quad Estimated wirelength of the detail-placed design & 43.4 mm \\
\quad Weighted congestion reported at the end of routability-driven placement & 0.952 \\
\quad Worst slack after detailed placement & 5040 ps \\
\multicolumn{2}{l}{\textbf{Cells and area}} \\
\quad Layout-stage area growth over the synthesis result & 10.4\% \\
\quad Clock buffers & 0 \\
\quad Register area & 0 µm² \\
\quad Fraction of final layout cells with drive strength greater than 1 & 2.70\% \\
\quad Non-filler instance count after layout & 3,189 \\
\quad Area of all placed cells without fillers & 21,700 µm² \\
\quad Layout Utilization & 33.6\% \\
\quad Total number of sequential cells & 0 \\
\multicolumn{2}{l}{\textbf{Critical path}} \\
\quad WS Path Type & in2out \\
\quad Arrival time of the worst setup path & 13,200 ps \\
\quad Kind of capture point of the worst setup path & output pin \\
\quad Most common cell type on the critical path & sky130\_fd\_sc\_hd\_\_fa\_1 \\
\quad Worst setup SP type & primary input \\
\quad Slowest library cell on the worst path & sky130\_fd\_sc\_hd\_\_a221oi\_1 \\
\quad Required time worst endpoint & 18,160 ps \\
\quad Slowest stage delay, CP & 590 ps \\
\quad Highest net fanout along the worst path & 31 \\
\multicolumn{2}{l}{\textbf{Outcome}} \\
\quad Result of the run & finished, final reports clean \\
\multicolumn{2}{l}{\textbf{Min path}} \\
\quad Hold Crit Class & in2out \\
\hline
\end{tabular}
==> logic make-up after synthesis <==
family,Yosys count
AND-OR/OR-AND,163
XOR/XNOR,40
adder cells (fa/ha/maj),661
buffers and inverters,701
multiplexers,16
AND/OR/NAND/NOR,708
==> layout make-up <==
cell class         instances  area, µm²
well taps                855       1070
inverters                597       2240
fillers                 6763      42900
repair buffers           149       1370
multi-input cells       1588      17000
==> critical path: cells and delay by family <==
kind / cells / cell delay [ps]
AND-OR/OR-AND: 7 / 1820
XOR/XNOR: 1 / 140
adder cells (fa/ha/maj): 8 / 3720
buffers and inverters: 11 / 2110
AND/OR/NAND/NOR: 2 / 830
==> final timing paths <==
kind,start,to,depth (start not counted)
worst max-delay path,Y[8],result[30],29
worst min-delay path,Y[31],result[31],3
==> metal layers <==
layer | wire length (µm) | up-vias
li1 | - | 6848
met1 | 23500 | 7495
met2 | 23900 | 662
met3 | 7790 | 80
met4 | 1070 | 2
met5 | 14 | -
==> layout by cell type, fill, tap and decap left out, types with 5 or more instances in the layout <==
cell type and n:
sky130_fd_sc_hd__a211oi_1 8, sky130_fd_sc_hd__a21o_1 20, sky130_fd_sc_hd__a21oi_1 45, sky130_fd_sc_hd__a31oi_1 6
sky130_fd_sc_hd__and2_1 243, sky130_fd_sc_hd__and3_1 9, sky130_fd_sc_hd__and4_1 5, sky130_fd_sc_hd__buf_4 49
sky130_fd_sc_hd__clkdlybuf4s50_1 100, sky130_fd_sc_hd__fa_1 482, sky130_fd_sc_hd__ha_1 179, sky130_fd_sc_hd__inv_1 595
sky130_fd_sc_hd__mux2i_1 16, sky130_fd_sc_hd__nand2_1 296, sky130_fd_sc_hd__nand2b_1 5, sky130_fd_sc_hd__nand3_1 11
sky130_fd_sc_hd__nand4_1 17, sky130_fd_sc_hd__nor2_1 71, sky130_fd_sc_hd__nor3_1 13, sky130_fd_sc_hd__nor4_1 18
sky130_fd_sc_hd__o21a_1 6, sky130_fd_sc_hd__o21ai_0 23, sky130_fd_sc_hd__o21bai_1 7, sky130_fd_sc_hd__o31ai_1 8
sky130_fd_sc_hd__xnor2_1 21, sky130_fd_sc_hd__xor2_1 18
