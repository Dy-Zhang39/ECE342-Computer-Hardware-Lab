<file path="config.mk">
export PLATFORM = sky130hd
export DESIGN_NAME = part2
export DESIGN_NICKNAME = part2
export VERILOG_FILES = /design/flow/design.v
export SDC_FILE = /design/flow/constraint.sdc
export NUM_CORES = 4
export LEC_CHECK = 1
export CORE_UTILIZATION = 40
</file>
<file path="constraint.sdc">
current_design part2

set clk_period 37.9
set clk_io_pct 0.2

create_clock -name clk0 -period $clk_period

set non_clock_inputs [all_inputs -no_clocks]
set_input_delay [expr $clk_period * $clk_io_pct] -clock clk0 $non_clock_inputs
set_output_delay [expr $clk_period * $clk_io_pct] -clock clk0 [all_outputs]
</file>
<file path="design.v">
module part2 #(
	parameter E = 8,
	parameter M = 23,
	parameter BITS = E + M + 1,
	parameter EB = (2**(E-1)) - 1
)(
	input [BITS-1:0] X,
	input [BITS-1:0] Y,
	output [BITS-1:0] result,
	output zero, underflow, overflow, nan
);
	logic X_SIGN, Y_SIGN;
	logic [M:0] X_MANTISSA, Y_MANTISSA;  
	logic [E-1:0] X_EXP, Y_EXP;
	assign X_SIGN = X[BITS-1];
	assign Y_SIGN = Y[BITS-1];
	assign X_MANTISSA = {1'b1, X[M-1:0]};
	assign Y_MANTISSA = {1'b1, Y[M-1:0]};
	assign X_EXP = X[M+E-1:M];
	assign Y_EXP = Y[M+E-1:M];
	logic [E:0] exponent_addition;
	assign exponent_addition = X_EXP + Y_EXP - EB;
	logic [2*M + 1:0] mantissa_multiplication;
	assign mantissa_multiplication = X_MANTISSA * Y_MANTISSA;
	logic [M+1:0] truncated_mantissa;
	assign truncated_mantissa = mantissa_multiplication >> M;
	logic [E-1:0] final_exp;
	logic [M-1:0] final_mantissa;
	logic o_zero, o_underflow, o_overflow, o_nan;
	always_comb begin
		o_zero = 1'b0;
		o_underflow = 1'b0;
		o_overflow = 1'b0;
		o_nan = 1'b0;
		if ((X[BITS-2:0] == 31'b0 && Y_EXP != '1)|| (Y[BITS-2:0] == 31'b0 && X_EXP != '1)) begin
			final_mantissa = 'b0;
			final_exp = 'b0;
			o_zero = 1'b1;
		end
		else if ((X_EXP == 'b0 && X_MANTISSA != 'b0) ||
				 (Y_EXP == 'b0 && Y_MANTISSA != 'b0) ||
				 (X_EXP == '1) || (Y_EXP == '1)) begin
			o_nan = 1'b1;
			final_mantissa = 'b0;
			final_exp = '1;
		end
		else if (X_EXP + Y_EXP <= EB) begin
			final_exp = '0;
			final_mantissa = 'b1;   
			o_underflow = 1'b1;
		end
		else if (X_EXP + Y_EXP >= (3*EB + 1)) begin
			final_exp = '1;
			final_mantissa = '0;
			o_overflow = 1'b1;
		end
		else if (truncated_mantissa[M+1] == 1'b1) begin
			final_mantissa = truncated_mantissa >> 1;
			final_exp = exponent_addition + 1'b1;
		end
		else begin
			final_mantissa = truncated_mantissa;
			final_exp = exponent_addition;
		end
	end
	assign result[BITS-1] = X_SIGN ^ Y_SIGN;
	assign result[M+E-1:M] = final_exp;
	assign result[M-1:0] = final_mantissa;
	assign zero = o_zero;
	assign underflow = o_underflow;
	assign overflow = o_overflow;
	assign zero = o_zero;
	assign nan = o_nan;
endmodule
</file>
<file path="run.sh">
#!/bin/bash
# OpenROAD 26Q1-2900-gdf79404cd8, Yosys 0.63+post, stock flow scripts
make -C /OpenROAD-flow-scripts/flow DESIGN_CONFIG=/design/flow/config.mk WORK_HOME=/design/flow/orfs finish
</file>
==> results.md <==
| Item | Reported | Unit |
| --- | --- | --- |
| Outcome | finished, final reports clean | - |
| Die height | 224 | um |
| Post-layout period usage | 0.640 | - |
| Mux cell area share after synthesis | 0.00814 | - |
| Startpoint types | input pin | - |
| Number of antenna violations at the first check in global routing | 0 | - |
| Cell occurring most often along the worst timing path | fa_1 | - |
| Type of the tightest min-delay check | input pin to output pin | - |
| Routed wire length per instance | 18.6 | um |
| Total global routing track utilization | 0.251 | - |
| Xor and xnor fraction of the mapped netlist area | 0.0182 | - |
| Setup repair after global routing missed its margin | no | - |
| Startpoint-to-endpoint class of the critical path | input pin to output pin | - |
| Core utilization before placement | 0.409 | - |
| Number of global-route vias before repair | 16,600 | - |
| Total cells reported by yosys after synthesis | 2,289 | - |
| Post-CTS repair timing setup buffer count | 0 | - |
| Top-count cell post-synth | inv_1 | - |
| Data arrival at the endpoint of the critical path | 16.69 | ns |
| Util after Layout | 0.446 | - |
| Ao+oa area frac | 0.0558 | - |
| Routed vias | 15,200 | - |
| Fraction of final layout cells sized beyond drive strength 1 | 0.0266 | - |
| Number of pins exceeding their max-slew limit in the final report | 0 | - |
| Area leader, netlist | fa_1 | - |
| Core Rows | 80 | - |
| Cells resized by post-CTS repair | 0 | - |
| Largest net degree at the start of global routing | 26 | - |
| Worst-path maximum fanout | 17 | - |
| Detail Route Antenna Nets | 0 | - |
| Vias per std cell | 5.08 | - |
| Count of endpoints failing hold in the final timing report | 0 | - |
| Number of max-cap violations | 0 | - |
| Post-route insts no fill | 2,989 | - |
| Post-route standard cell area excluding fillers | 21,500 | um2 |
| Pre-antenna DRT Iters | 5 | - |
| Worst path depth | 29 | - |
| Max-slew headroom | 0.453 | - |
| Clk_buf instances | 0 | - |
| Area inside the core boundary | 48,100 | um2 |
| Placed insts | 2,989 | - |
| Min-Delay Path Depth | 3 | - |
| Synthesized-area fraction occupied by and/or/nand/nor cells | 0.179 | - |
| First-pass GRT wire length | 90,600 | um |
| Dominant comb cell | adder cells | - |
| Hold_buf cts | 0 | - |
| Ranking of synthesized cells by area | fa_1 (49%), ha_1 (11%), inv_1 (11%) | - |
| Yosys synthesis warning count | 1 | - |
| Chip area line of the yosys report | 19,700 | um2 |
| Number of sequential cells in the layout | 0 | - |
| Global route overflow | 0 | - |
| DRC violation total after the first TritonRoute iteration | 613 | - |
| IO Pins | 100 | - |
| Post-Syn Instances | 2,289 | - |
| Share of the yosys chip area belonging to registers | 0 | - |
| Final setup viols | 0 | - |
| Final Wtd Congestion | 0.965 | - |
| Top cell types by occurrence after synthesis | inv_1 (595), fa_1 (482), nand2_1 (296), and2_1 (243), ha_1 (179) | - |
| Post-DP Area | 21,500 | um2 |
| Mean area per synthesized cell | 8.60 | um2 |
| Adder Share, Synth | 0.604 | - |
| Number of buffer cells added on primary ports | 100 | - |
| DRC errors left | 0 | - |
| Number of warnings the tools reported | 34 | - |
| CP max stage delay | 0.57 | ns |
| Total negative slack for setup checks | 0 | ns |
| Seq. cell area | 0 | um2 |
| Critical-path cell with the highest stage delay | a221oi_1 | - |
| Highest Clock Rate | 41.2 | MHz |
| Area of the mapped netlist | 19,700 | um2 |
| Library cells used by synthesis | 67 | - |
| Chip Footprint | 50,100 | um2 |
| DRT Wirelength | 55,500 | um |
| Endpoint type of the worst setup path | output pin | - |
| Shortest period the worst path allows | 24.27 | ns |
| Area leader share | 0.490 | - |
| Worst Tran Pin Value | 0.818 | ns |
| Sum of net half-perimeters after detailed placement | 42,700 | um |
| Die outline width | 224 | um |
| Layout area overhead | 9.09 | % |
| Crit path buffers/inverters | 11 | - |
| Antenna fix cells | 0 | - |
| Top delay family on crit path | adder cells | - |
| Data required, critical path | 30.32 | ns |
layer usage:
metal	GRT usage	wire length [um]
met5	0.00978	63
met1	0.339	22000
met3	0.0995	5610
met4	0.0656	1800
met2	0.388	26000
cells by family (layout without fill, tap and decap cells):
group	Yosys count	in the layout
AND/OR/NAND/NOR	708	708
adder cells (fa/ha/maj)	661	661
multiplexers	16	16
XOR/XNOR	40	40
buffers and inverters	701	745
AND-OR/OR-AND	163	163
worst min-delay path, stage by stage:
cell and delay (ns):
clkdlybuf4s50_1 0.47, xor2_1 0.06, clkdlybuf4s50_1 0.40
metrics by stage:
| stage | hold WS [ns] | setup WS [ns] |
|---|---|---|
| 2_1_floorplan | 15.19 | 16.37 |
| 5_1_grt | 16.12 | 13.30 |
| 3_3_place_gp | 16.09 | 13.74 |
| 4_1_cts | 16.09 | 13.68 |
| 6_report | 16.08 | 13.63 |
| 3_5_place_dp | 16.09 | 13.70 |
placed cells by master (no fill, tap or decap), types with 13 or more instances in the layout:
cell type / n
nand2_1: 296
nor4_1: 18
nor3_1: 13
o21ai_0: 23
xor2_1: 18
and2_1: 243
mux2i_1: 16
clkdlybuf4s50_1: 100
ha_1: 179
nor2_1: 71
nand4_1: 17
fa_1: 482
inv_1: 595
a21oi_1: 45
a21o_1: 20
buf_4: 48
xnor2_1: 21
layout make-up:
| class | instances | area [um2] |
|---|---|---|
| Tap cell | 656 | 821 |
| Multi-Input combinational cell | 1588 | 17000 |
| Inverter | 597 | 2240 |
| Fill cell | 4728 | 26700 |
| Timing Repair Buffer | 148 | 1360 |
worst paths after layout:
path | slack, ns | from | endpoint
worst max-delay path | 13.63 | Y[8] | result[30]
worst min-delay path | 16.08 | X[31] | result[31]
