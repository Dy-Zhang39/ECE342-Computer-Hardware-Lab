==> flow/design.v <==
module mult_csm
(
	input [7:0] x,
	input [7:0] y,
	output [15:0] out
);
	logic [15:0] pp[9];
	assign pp[0] = '0;
	logic [16:0] cin[9];
	assign cin[0] = '0;
	assign pp[1] = {{8{1'b0}}, x & {8{y[0]}}};
	assign cin[1] = {{7{1'b0}}, x & {8{y[1]}}, 1'b0};
	genvar row;
	generate 
		for (row = 2; row < 8; row++) begin : loop1 
			assign pp[row][7+row] = x[7] & y[row];
		end
	endgenerate
	genvar col;
	generate
		for (row = 1; row < 7; row++) begin : loop2
			for (col = row; col < row + 8; col++) begin : loop3
				fa my_full_adder (
					.x(col == row ? 1'b0 : x[col - row - 1] & y[row+1]),
					.y(pp[row][col]),
					.cin(cin[row][col]),
					.cout(cin[row+1][col+1]),
					.s(pp[row+1][col])
				);
			end
		end
	endgenerate
	logic [8:0] pp_carries;
	assign pp_carries[0] = 1'b0;
	generate
		for (col = 7; col < 15; col++) begin : loop4
			fa my_full_adder (
				.x(pp[7][col]),
				.y(cin[7][col]),
				.cin(pp_carries[col-7]),
				.cout(pp_carries[col-6]),
				.s(pp[8][col])
			);
		end
	endgenerate
	generate
		for (col = 0; col < 7; col++) begin : loop5
			for (row = 8; row != col + 1; row--) begin : loop6
				assign pp[row][col] = pp[row-1][col];
			end
		end
	endgenerate
	assign out = {pp_carries[8], pp[8][14:0]};
endmodule
module fa
(
	input x, y, cin,
	output s, cout
);
	assign s = x ^ y ^ cin;
	assign cout = x&y | x&cin | y&cin;
endmodule
==> flow/run.sh <==
#!/bin/bash
# OpenROAD 26Q1-2900-gdf79404cd8, Yosys 0.63+post, stock flow scripts
make -C /OpenROAD-flow-scripts/flow DESIGN_CONFIG=/design/flow/config.mk WORK_HOME=/design/flow/orfs finish
==> flow/config.mk <==
export PLATFORM = sky130hd
export DESIGN_NAME = mult_csm
export DESIGN_NICKNAME = mult_csm
export VERILOG_FILES = /design/flow/design.v
export SDC_FILE = /design/flow/constraint.sdc
export NUM_CORES = 4
export LEC_CHECK = 1
export CORE_UTILIZATION = 40
==> flow/constraint.sdc <==
current_design mult_csm

set clk_period 7.6
set clk_io_pct 0.2

create_clock -name clk0 -period $clk_period

set non_clock_inputs [all_inputs -no_clocks]
set_input_delay [expr $clk_period * $clk_io_pct] -clock clk0 $non_clock_inputs
set_output_delay [expr $clk_period * $clk_io_pct] -clock clk0 [all_outputs]
==> out/results.ini <==
[status]
outcome=finished with violations
violations=setup timing

[synth]
synth_cell_types=6
ys_area_mm2=0.001628
netlist_area_mm2=0.001628
yosys_warnings=5
yosysCellCount=162
top_area_frac=0.5903
top_area_cell=fa_1
synth_seq_share=0
syn_avg_cell_area_um2=10.05
area_leaders=fa_1 (59%), and2_1 (17%), buf_4 (6.9%)
syn-instance-count=162

[global_routing]
gr-total-overflow=0
antenna_found_initial=0
grt_pass1_wl_um=4899
grt_start_max_net_pins=9
grt.total_usage=0.1505
grt_pass1_vias=1155

[placement]
hpwl_um=2325
portBuffers=32
gp_congestion=0.7673

[cells_and_area]
flops=0
final_cell_mix=and2_1 (40), fa_1 (32), inv_1 (25), nand2_1 (18), fa_2 (16)
syn_to_final_growth_pct=24.44
layout_top_cell=and2_1
fillers=336
drive_gt1_frac=0.2798
seq_area_um2=0
clock_buffers=0

[drt]
num_antenna_cells=0
drc=0
drtAntennaViolNets=0
vias=1099
drt-wirelength-per-cell_um=10.42
wl_um=2512
dr.pass1.iters=2
dr.first_iter.drc_count=6
vias_per_cell=4.560

[worst_hold_path]
holdPathStages=5
hp-class=in2out

[cts]
cts_hold_buf=0
post-cts-setup-buffer-count=0

[die]
pin_count=32
fp_util=0.4317
dieHeight_um=65.79
rows=22
coreArea_mm2=0.003771
die_area_mm2=0.004328
die_w_um=65.79

[timing]
whs_ns=3.670
max_freq_mhz=115.7
fin_tns_setup_ns=-3.932
period_minus_slack_ns=8.641
slew_viol_final=0
setup-violations-final=6
slew_headroom=0.8227
rsz0062_at_grt=true
final.period_utilization=1.137
hold_violations=0
worst_slew_pin_slew_ns=0.2651
worst_slack_ns=-1.041

[job]
max-cap-violations=0
openroad.warnings=35

[setup_path]
worstPathRequired_ns=6.08
cp.arrival_ns=7.12
worstSetupStartpointType=input pin
worstPathMaxFanout=4
end_kind=output pin
worstSetupPathType=in2out

[pwr]
power_density_mw_per_mm2=173.9
leakage_nw=0.9712
vdd_drop_max_v=0.00009289

[final cells by class]
cell class | instances | area (um^2) | area share
tap | 48 | 60.06 | 0.02965
timing repair buffer | 46 | 392.9 | 0.1939
multi-input combinational | 120 | 1471 | 0.7264
inverter | 27 | 101.3 | 0.05003
[worst max-delay path, cell delays in order]
cell    delay [ns]
buf_8         0.10
and2_4        0.15
fa_1          0.55
fa_1          0.43
fa_1          0.47
fa_1          0.56
fa_1          0.43
fa_1          0.45
ha_2          0.20
inv_2         0.05
fa_2          0.18
fa_2          0.19
fa_2          0.19
inv_2         0.04
fa_2          0.33
fa_2          0.35
fa_2          0.34
fa_2          0.52
buf_2         0.08
[metal layers]
metal	GRT usage	routed length [um]	up-vias
li1	-	-	515
met2	0.2526	1337	17
met3	0.006993	52	0
met1	0.2496	1122	567
met4	0	0	0
met5	0	0	-
[where the power goes]
group / internal, mW / leakage [nW] / total [mW] / switching [mW]
logic: 0.212 / 0.971 / 0.352 / 0.140
clock network: 0 / 0 / 0 / 0
registers: 0 / 0 / 0 / 0
[synthesized netlist by cell type]
| master | instances |
|---|---|
| and2_1 | 45 |
| inv_1 | 27 |
| ha_1 | 8 |
| fa_1 | 48 |
| nand2_1 | 19 |
| buf_4 | 15 |
[per-stage QoR]
step,area [um^2],total power [mW],util,setup WS (ns),std cells
3_5_place_dp,2028,0.4106,0.5378,-1.869,241
4_1_cts,2026,0.3754,0.5372,-1.291,241
6_report,2026,0.3523,0.5372,-1.041,241
5_1_grt,2026,0.4212,0.5372,-1.196,241
2_1_floorplan,1655,0.3131,-,-0.7704,162
3_3_place_gp,2028,0.4089,0.5378,-1.846,241
[timing repair]
item,CTS,global route
resized,70,10
endpoints found under the setup margin,8,7
pin swaps,22,19
[logic make-up (layout without fill, tap and decap cells)]
group | count (synthesis) | count (layout) | synth area share
adders and majority gates | 56 | 56 | 0.6518
buffers and inverters | 42 | 73 | 0.1314
and+or+nand+nor | 64 | 64 | 0.2168
[worst paths after layout]
path  startpoint  endpoint  slack [ns]
min         x[7]   out[15]        3.67
max         x[6]   out[14]       -1.04
No activity file was given, so power comes from the tool's default toggle rates.
